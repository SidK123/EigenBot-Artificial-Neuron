$ cat design/flow/design.v
`default_nettype none
module Axon_Delay(
  input logic spike_in, clock,
  input logic [5:0] delay,
  output logic spike_out
);
  logic start;
  logic [5:0] count;
  always @(posedge clock)
    begin
    if(spike_in == 1'b1)   
      start <= 1'b1;
    if(start == 1'b1)  
      count <= count + 1;
    if(count == delay)  
    begin
      start <= 1'b0;
      spike_out <= 1'b1;
      count <= 1'b0;
    end
    else
      spike_out <= 1'b0;  
    end
endmodule: Axon_Delay
$ cat design/flow/run.sh
#!/bin/bash
# OpenROAD 26Q1-2900-gdf79404cd8, Yosys 0.63+post, stock flow scripts
make -C /OpenROAD-flow-scripts/flow DESIGN_CONFIG=/design/flow/config.mk WORK_HOME=/design/flow/orfs finish
$ cat design/flow/config.mk
export PLATFORM = sky130hd
export DESIGN_NAME = Axon_Delay
export DESIGN_NICKNAME = Axon_Delay
export VERILOG_FILES = /design/flow/design.v
export SDC_FILE = /design/flow/constraint.sdc
export NUM_CORES = 4
export LEC_CHECK = 1
export CORE_AREA = 10 10 70 70
export DIE_AREA = 0 0 80 80
$ cat design/flow/constraint.sdc
current_design Axon_Delay

set clk_period 3.4
set clk_io_pct 0.2

create_clock -name clk0 -period $clk_period [get_ports {clock}]

set non_clock_inputs [all_inputs -no_clocks]
set_input_delay [expr $clk_period * $clk_io_pct] -clock clk0 $non_clock_inputs
set_output_delay [expr $clk_period * $clk_io_pct] -clock clk0 [all_outputs]
==> flow_summary.yaml <==
# flow metrics
sta:
  layout_setup_ws_ns: 1.63
  unrepaired_setup_endpoints_after_global_routing: "false"
  post_layout_period_usage_of_the_worst_path_pct: 52.2
  final-setup-viol-count: 0
  fmax_mhz: 564
  final-max-slew-violation-count: 0
  worst_slew_pin_slew_ns: 0.488
  finalSetupTns_ns: 0
  report.final.hold_viol_count: 0
  final.min_clock_period_ns: 1.77
  clock-skew-final_ns: 0.00125
  worst_slew_margin_rel_pct: 67.3
yosys:
  synth-area-yosys_um2: 382
  top_cells_by_area: "sky130_fd_sc_hd__dfxtp_1 42%, sky130_fd_sc_hd__xor2_1 21%, sky130_fd_sc_hd__a21oi_1 7.9%"
  top_area_share_pct: 42.0
  cell_type_with_the_largest_total_area: "sky130_fd_sc_hd__dfxtp_1"
  seq_area_frac_synth_pct: 42.0
  yosysWarningCount: 1
  postSynthCellCount: 38
  mappedNetlistArea_um2: 382
  ys_types: 15
  yosys_cells: 38
  postSynthAreaPerCell_um2: 10.0
  yosys_register_bits: 8
global_route:
  pin_count_of_the_biggest_net_entering_global_routing: 9
  grt_antenna_before_repair: 0
  grt_first_pass_wirelength_um: 1040
  first_global_vias: 226
  grt_util_all_layers_pct: 1.98
  grt_overflow_total: 0
detailed_routing:
  antenna_cells_inserted: 0
  route.final.wire_length_um: 747
  detail_route.drc_violations: 0
  postRouteAntennaNets: 0
  drt-vias-per-instance: 3.16
  via_count: 297
  drt_iter0_markers: 48
  drt_pass1_iterations: 2
  wl_per_cell_um: 7.95
flow_run:
  max_cap_violations: 0
  tool_warnings: 25
worst_setup_path:
  reg2reg_from: "count[0]$_SDFFE_PN0P_"
  worst_setup_path_start_kind: "input port"
  worstPathArrival_ns: 1.88
  sort_of_element_at_the_end_of_the_critical_path: "flip-flop"
  cp.required_ns: 3.50
  path_class: "in2reg"
  r2r_setup_slack_ns: 2.11
  worstRegToRegCells: 3
  crit-reg2reg-capture: "count[5]$_SDFFE_PN0P_"
  path_max_fanout: 8
clocking:
  cts_repair_resize_count: 0
  cts.htree.levels: 1
  clock_latency_ns: 0.25
  cts.clk_slew.worst_paths_ns: 0.05
  post-cts-setup-buffers: 0
  cts_made_buffers: 3
  clock_tree.root_cell: "sky130_fd_sc_hd__clkbuf_4"
  cts.sinks: 8
  cts_hold_buffers: 0
  clock_tree_from_tritoncts: "done"
  clockBufferDepth: 2
floorplan:
  die_size_mm2: 0.00640
  core_util_floorplan_pct: 11.2
  floorplan.die.width_um: 80
  std_cell_core_area_mm2: 0.00342
  fp.dieH_um: 80
  rows: 21
  ios: 9
hold_path:
  min_to: "count[5]$_SDFFE_PN0P_"
  min_path_type: "reg2reg"
  holdCritStartpoint: "count[5]$_SDFFE_PN0P_"
  worstHoldPathCells: 2
status:
  outcome: "finished clean"
cells_and_area:
  final_cell_count_no_fill: 94
  post_route_cells_drive_above_1_share_pct: 8.33
  post-route-util_pct: 15.6
  syn2layout_area_growth_pct: 40.0
placed_design:
  io_buffer_count: 8
  place_worst_setup_slack_ns: 1.36
  place.gp.congestion: 0.757
  place.detailed.instances: 91
power_and_ir_drop:
  total_power_divided_by_cell_area_mw_per_mm2: 818
  power_leakage_nw: 0.198
  vdd.ir_drop.worst_v: 0.000168
-- registers in the layout, summed over array words and instances (netlist names) --
signal,count
count,6
spike_out,1
start,1
-- cell usage after synthesis --
master                    number
sky130_fd_sc_hd__buf_4         1
sky130_fd_sc_hd__a22oi_1       1
sky130_fd_sc_hd__nand2_1       2
sky130_fd_sc_hd__xor2_1        9
sky130_fd_sc_hd__and2_1        1
sky130_fd_sc_hd__nand4_1       2
sky130_fd_sc_hd__ha_1          1
sky130_fd_sc_hd__xnor2_1       1
sky130_fd_sc_hd__o21ai_0       1
sky130_fd_sc_hd__a21oi_1       6
sky130_fd_sc_hd__nor2_1        2
sky130_fd_sc_hd__nor4_4        1
sky130_fd_sc_hd__mux2i_1       1
sky130_fd_sc_hd__dfxtp_1       8
sky130_fd_sc_hd__or3_1         1
-- layout make-up --
class | count | area, um^2
Timing Repair Buffer | 8 | 80.1
Multi-Input combinational cell | 29 | 214
Clock buffer | 3 | 22.5
Sequential cell | 8 | 160
Tap cell | 46 | 57.6
Fill cell | 389 | 2880
-- cell families after synthesis --
logic type      count (synthesis)  share of synthesized area, %
compound gates                  8                          11.1
simple gates                    9                          16.1
mux                             1                          2.62
xor+xnor                       10                          23.0
fa+ha+maj                       1                          3.28
flops                           8                          42.0
buf+inv                         1                          1.97
-- per-layer routing --
| layer | vias to the layer above | share of wire (%) | track usage [%] |
|---|---|---|---|
| li1 | 153 | - | - |
| met1 | 132 | 50 | 2.69 |
| met2 | 10 | 33 | 2.01 |
| met3 | 2 | 13 | 1.70 |
| met4 | 0 | 3.6 | 0.880 |
| met5 | - | 0 | 0 |
-- worst max-delay path by stage --
stage	startpoint	to	slack, ns
after CTS	delay[5]	count[5]$_SDFFE_PN0P_	1.62
after global routing	delay[5]	count[5]$_SDFFE_PN0P_	1.53
final	delay[5]	count[5]$_SDFFE_PN0P_	1.63
-- metrics by stage --
step                instance area [um^2]  total power, mW  hold WS [ns]
floorplan                            382            0.329         0.475
global placement                     512            0.363         0.493
detailed placement                   512            0.368         0.512
CTS                                  534            0.441         0.519
global route                         534            0.473         0.544
finish                               534            0.437         0.527
-- layout by cell type (no fill, tap or decap), drive strengths merged --
cell	count
clkbuf	3
mux2i	1
nand2	2
or3	1
clkdlybuf4s50	8
and2	1
nor4	1
xor2	9
dfxtp	8
a22oi	1
ha	1
o21ai	1
nor2	2
nand4	2
a21oi	6
xnor2	1
-- critical path: stages --
cell and delay, ns:
sky130_fd_sc_hd__clkdlybuf4s50_1 0.41, sky130_fd_sc_hd__xor2_1 0.17, sky130_fd_sc_hd__nor4_4 0.46, sky130_fd_sc_hd__a22oi_1 0.15
-- power by group --
group	switching [mW]	internal, mW	total, mW	leakage (nW)
clock	0.0286	0.0401	0.0688	0.0138
combinational	0.0908	0.0859	0.177	0.117
sequential	0.0522	0.139	0.192	0.0668
total	0.172	0.266	0.437	0.198
Power figures rest on the tool's default switching activity, not on a simulated workload.
